$ cat ./constraint.sdc
current_design lifo

set clk_period 2.3
set clk_io_pct 0.2

create_clock -name clk0 -period $clk_period [get_ports {clk}]

set non_clock_inputs [all_inputs -no_clocks]
set_input_delay [expr $clk_period * $clk_io_pct] -clock clk0 $non_clock_inputs
set_output_delay [expr $clk_period * $clk_io_pct] -clock clk0 [all_outputs]
$ cat ./run.sh
#!/bin/bash
# OpenROAD 26Q1-2900-gdf79404cd8, Yosys 0.63+post, stock flow scripts
make -C /OpenROAD-flow-scripts/flow DESIGN_CONFIG=/design/flow/config.mk WORK_HOME=/design/flow/orfs finish
$ cat ./config.mk
export PLATFORM = sky130hd
export DESIGN_NAME = lifo
export DESIGN_NICKNAME = lifo
export VERILOG_FILES = /design/flow/design.v
export SDC_FILE = /design/flow/constraint.sdc
export NUM_CORES = 4
export LEC_CHECK = 1
export CORE_AREA = 10 10 93 93
export DIE_AREA = 0 0 103 103
$ cat ./design.v
`timescale 1ns / 1ps
module lifo( 
    input [3:0] dataIn,
    input rd_en, wr_en, rst, clk,
    output  reg empty, full,    
    output reg [3:0] dataOut
    );
reg [3:0] stack_mem[0:3];
reg  [2:0] stack_ptr;
integer i;
  always @ (posedge clk)
begin
 if (wr_en==0);
 else begin
    if (rst==1) begin
      stack_ptr = 3'd4;
      empty = stack_ptr[2];
      dataOut = 4'h0;
      for (i=0;i<4;i=i+1) begin
        stack_mem[i]= 0;
      end
     end
  else if (rst==0) begin
    full = stack_ptr? 0:1;
    empty  = stack_ptr[2];
    dataOut = 4'hx;
    if (full == 1'b0 && rd_en == 1'b0) begin
       stack_ptr = stack_ptr-1'b1;
       full = stack_ptr? 0:1;
       empty = stack_ptr[2];
       stack_mem[stack_ptr] = dataIn;
     end
   else if (empty == 1'b0 && rd_en == 1'b1) begin
       dataOut = stack_mem[stack_ptr];
       stack_mem[stack_ptr] = 0;
       stack_ptr = stack_ptr+1;
       full = stack_ptr? 0:1;
       empty = stack_ptr[2];
    end
  end
 end
end
endmodule
==> impl_metrics.toml <==
# flow metrics
[run_status]
status = "completed"

[logic_synthesis]
muxShareOfSynthArea_pct = 0
logic_family = "simple AND/OR/NAND/NOR gates"
yosys.area_share.xor_xnor_pct = 0.699
synth_top_area_share_pct = 59.9
largest_area_cell = "edfxtp_1"
edf_count = 25
ys_seq_share_pct = 59.9
top_cells_by_area = "edfxtp_1, ha_1, a211oi_1, buf_6, a222oi_1"
ys_sh_simple_pct = 13.1
synth_chip_area_sq_um = 1250
ys_warn_count = 2
yosysUniqueCellTypes = 29
synth_cells = 93
synth_stat.cells = 93
postSynth.asyncResetShare_pct = 0
synth_adder_area_share_pct = 7.99
syn_avg_cell_area_sq_um = 13.5
aoi_share_pct = 12.8
synth_flops = 25
synth_area_sq_um = 1250
ys.flop_type = "edfxtp_1"

[sta]
worst_slew_pin_slew_ps = 603
fin_crit_ps = 2170
finalSetupViolations = 0
maxSlewViolCount = 0
finalClockSkew_ps = 7.13
hold_viol = 0
hold_slack_ps = 662
fmax_ghz = 0.460
slew_headroom_pct = 59.6
worst_slack_ps = 126
fin_crit_sh_pct = 94.5
rsz0062_at_grt = "false"
final.setup.tns_ps = 0

[detailed_routing]
vias = 852
wl_mm = 2.54
firstDrtPassIters = 4
ant_nets = 0
drt-initial-drc-count = 66
routed_via_density = 4.32
drc_errors = 0
diodes = 0
wl_per_cell_um = 12.9

[placement]
pre_cts_slack_ps = 37.6
post_dp_cell_area_sq_um = 1530
gp_congestion = 0.880
dp_hpwl_mm = 1.97
port_buffers = 13
post-place-cells = 193

[floorplanning]
dieArea_sq_um = 10600
fp-row-count = 30
io-pin-count = 14
die_w_um = 103
fp_util_pct = 18.5
core_area_sq_um = 6760
die_y_um = 103

[critical_path]
crit_chain = "inv_1, ha_1, nor2b_4, or2_1, a211oi_1"
arrival_ps = 2090
required_ps = 2210
critPathMaxFanout = 9
reg2reg_from = "stack_ptr[1]"
crit_path_end_kind = "flop"
startpoint_type = "flop"
max_stage_delay_ps = 540
rr_worst_depth = 5
r2r_slack_ps = 130
slowest_stage = "a211oi_1"
crit_type = "flop to flop"
worst-path-buf-inv = 1
worst_r2r_endpoint = "stack_mem[3][3]"
path_delay_family = "AND-OR/OR-AND gates"

[clock_tree]
htree_levels = 1
clk_pin_slew_ps = 90
hold_buffers = 0
cts.path.max_buffers = 2
clock_sinks = 25
cts_inserted_buffers = 3
cts-root-buf = "clkbuf_8"
post_cts_buffers = 0
cts_tree = "built"
clkLatencyLatePin_ps = 270

[global_routing]
grt_pass1_wl_mm = 4.13
grt_use_total_pct = 4.92
gr-total-overflow = 0
grt_antenna_before_repair = 0
grt_max_degree = 16
grt_pass1_vias = 872

[final_layout]
final_util_pct = 23.5
syn_to_final_growth_pct = 27.0
lay_top_count = "edfxtp_1"
layout-drive-gt1-share_pct = 20.5
fin_cells = 197
fin_area_sq_um = 1590
final_layout_top_logic_cells = "edfxtp_1, clkdlybuf4s50_1, buf_4"

[hold_path]
hold_end = "dataOut[2]"
min_path_type = "flop to flop"
whs_path_depth = 2
hold_path_startpoint = "stack_mem[0][2]"

[power]
power_mw = 0.973
power_density_nw_per_um2 = 612
leakagePower_nw = 0.556
worst_ir_drop_vdd_uv = 192

[flow_run]
cap_violations = 0
tool_warnings = 31
## power by group
group | switching, mW | total, mW | leakage [nW] | internal (mW)
combinational | 0.0836 | 0.163 | 0.287 | 0.0796
clock | 0.134 | 0.257 | 0.0217 | 0.123
sequential | 0.0134 | 0.553 | 0.247 | 0.540
## final cells by class
cell class	instances	area (sq um)
clock inverter	1	7.51
timing repair buffer	26	228
fill	722	5170
multi-input combinational	58	448
tap	80	100
clock buffer	3	41.3
inverter	4	15.0
sequential	25	751
## cell usage after synthesis, drive strengths merged, types with 2 or more instances
library cell,n
a211oi,8
a21oi,2
a222oi,4
buf,5
edfxtp,25
ha,8
inv,4
nand2,2
nor2,9
nor2b,3
nor3b,4
nor4,4
o21ai,2
## layer usage
metal,track usage [%],vias to the layer above,share of wire (%)
met2,8.34,29,48
met5,0,-,0
met3,2.10,4,8.2
li1,-,416,-
met4,0.428,0,1.1
met1,5.93,403,42
## registers in the layout, summed over array words and instances, names as in the netlist
| register | cells |
|---|---|
| empty | 1 |
| stack_mem | 16 |
| dataOut | 4 |
| full | 1 |
| stack_ptr | 3 |
## worst min-delay path, stage by stage, from the launching register on
cell,delay (ps)
edfxtp_1,360
nor2_1,90
a211oi_1,50
## worst max-delay path by stage
stage,end,depth (start not counted),from
6_report,stack_mem[3][3],5,stack_ptr[1]
4_1_cts,stack_mem[2][0],5,stack_ptr[1]
5_1_grt,stack_mem[3][1],5,stack_ptr[1]
## logic make-up (layout without fill, tap and decap cells)
| family | count (synthesis) | count (layout) |
|---|---|---|
| compound gates | 21 | 21 |
| xor+xnor | 1 | 1 |
| fa+ha+maj | 8 | 8 |
| buf+inv | 10 | 34 |
| flops | 25 | 25 |
| simple gates | 28 | 28 |
## what timing repair did
| item | in CTS | in global routing |
|---|---|---|
| gates resized | 0 | 3 |
| endpoints found under the hold margin | 0 | 0 |
| setup endpoints to repair | 0 | 12 |
No activity file was given, so power comes from the tool's default toggle rates.
