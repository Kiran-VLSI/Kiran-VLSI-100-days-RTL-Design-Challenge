File: /design/flow/config.mk
export PLATFORM = sky130hd
export DESIGN_NAME = crc32
export DESIGN_NICKNAME = crc32
export VERILOG_FILES = /design/flow/design.v
export SDC_FILE = /design/flow/constraint.sdc
export NUM_CORES = 4
export LEC_CHECK = 1
export CORE_UTILIZATION = 50
File: /design/flow/constraint.sdc
current_design crc32

set clk_period 3.1
set clk_io_pct 0.2

create_clock -name clk0 -period $clk_period [get_ports {clk}]

set non_clock_inputs [all_inputs -no_clocks]
set_input_delay [expr $clk_period * $clk_io_pct] -clock clk0 $non_clock_inputs
set_output_delay [expr $clk_period * $clk_io_pct] -clock clk0 [all_outputs]
File: /design/flow/design.v
module crc32(
    input wire clk,
    input wire rst,
    input wire data_valid,
    input wire [7:0] data_in,
    output reg [31:0] crc_out
);
    reg [31:0] crc_reg;
    integer i;
    always @(posedge clk or posedge rst) begin
        if (rst) begin
            crc_reg <= 32'hFFFFFFFF;
        end else if (data_valid) begin
            crc_reg = crc_reg ^ {24'b0, data_in};
            for (i = 0; i < 8; i = i + 1) begin
                if (crc_reg[0])
                    crc_reg = (crc_reg >> 1) ^ 32'hEDB88320;  
                else
                    crc_reg = (crc_reg >> 1);
            end
        end
    end
    always @(posedge clk) begin
        crc_out <= ~crc_reg;
    end
endmodule
File: /design/flow/run.sh
#!/bin/bash
# OpenROAD 26Q1-2900-gdf79404cd8, Yosys 0.63+post, stock flow scripts
make -C /OpenROAD-flow-scripts/flow DESIGN_CONFIG=/design/flow/config.mk WORK_HOME=/design/flow/orfs finish
==> reports/summary.txt <==
result of the run -> complete, no violations
source of the critical timing path -> data_in[5]
type of the worst setup path -> primary input to register
kind of start point of the critical path -> primary input
Ys Warns -> 1
worst slew slack as a fraction of its limit -> 61.6%
uppermost layer routed -> met4
number of primary I/O pins -> 43
achievable frequency -> 0.422 GHz
wire length on met1 -> 2110 µm
post-DP HPWL -> 3210 µm
total via count in the routed design -> 1526
floorplan core area -> 0.00551 mm²
leading register cell type out of synthesis -> sky130_fd_sc_hd__dfxtp_1
Slew Viols, Final -> 0
minimum clock period after layout -> 2370 ps
worst endpoint required time -> 3360 ps
detailed-routed wire length on met2 -> 2090 µm
area added between synthesis and finish -> 24.3%
number of rows in the core area -> 27
worst vdd rail ir drop -> 0.737 mV
share of the synthesized area in the top cell type -> 29.3%
async set-reset flop share out of synthesis -> 50.0%
Final Wtd Congestion -> 0.791
leakage power of the design -> 1.66 nW
source of the worst register-to-register timing path -> crc_reg[6]
Clock Pin Slew Worst Setup and Hold Paths -> 70 ps
cell with the most instances after synthesis -> sky130_fd_sc_hd__xnor2_1
clk sink count -> 64
total overflow reported by the global router -> 0
end of the critical path -> crc_reg[19]
total instance count after detailed placement -> 325
largest buffer count on any clock path -> 2
YS chip area -> 0.00287 mm²
vertical die size -> 77.8 µm
number of detailed-routing iterations run before antenna repair -> 3
# hold bufs at CTS -> 0
TritonCTS clock tree -> done
CP Max Fanout -> 8
number of buffer cells added on primary ports -> 42
count of cells resized by post-cts repair -> 0
Post-synth regs -> 64
distinct cell type count of the synthesized netlist -> 18
GRT Resource Usage Total -> 17.7%
Die Width -> 77.8 µm
number of cells on the worst reg-to-reg path -> 4
initial antenna violation count -> 0
clock buffer count from CTS -> 9
pre-placement core utilization -> 52.1%
library cell with the largest summed area after synthesis -> sky130_fd_sc_hd__dfstp_2
most instantiated cells after synthesis -> sky130_fd_sc_hd__xnor2_1 (37), sky130_fd_sc_hd__inv_1 (33), sky130_fd_sc_hd__dfstp_2 (32), sky130_fd_sc_hd__dfxtp_1 (32), sky130_fd_sc_hd__mux2i_1 (18)
post-layout period usage -> 76.5%
H-tree levels -> 3
count of flip-flops with a built-in enable after synthesis -> 0
fraction of the yosys area taken by sequential cells -> 51.6%
vias per cell -> 4.48
detailed router's first-iteration violation count -> 23
syn_area_per_cell -> 13.7 µm²
number of routed nets with antenna violations -> 0
tally of non-filler cells in the final layout -> 341
buffer type at the clock tree root -> sky130_fd_sc_hd__clkbuf_8
Critical Path End Type -> register
slew at the pin closest to its max-slew limit -> 573 ps
chip area -> 0.00605 mm²
count of antenna diodes in the layout -> 0
number of cells in the yosys synthesis report -> 210
Clk Latency, worst-skew pair -> 330 ps
max-cap violations -> 0
length of routed met3 wiring -> 252 µm
Routed wire per std cell -> 13.3 µm
largest net degree at the start of global routing -> 33
netlist area before placement -> 0.00287 mm²
final worst clock skew -> 6.24 ps
number of post-CTS setup repair buffers -> 0
path class of the lowest-slack min-delay path -> register to register
flop-to-flop setup slack -> 1020 ps
post-synthesis cell count -> 210
critical register-to-register path endpoint -> crc_reg[19]
Final Hold Fails -> 0
global-route wire length before repair -> 7800 µm
data arrival time of the critical path -> 2630 ps
cell types with the largest area share after synthesis -> sky130_fd_sc_hd__dfstp_2 (29%), sky130_fd_sc_hd__dfxtp_1 (22%), sky130_fd_sc_hd__xnor3_1 (12%)
number of failing setup endpoints in the final timing report -> 0
number of global-route vias before repair -> 1638
fraction of layout cells with a size suffix above 1 -> 24.5%
power density over cell area -> 1580 mW/mm²
wire length reported by the detailed router -> 4540 µm
OpenROAD warning count -> 26
number of design rule violations left after detail routing -> 0
setup repair after global routing missed its margin -> false
sum of negative setup slack -> 0 ps
## cells in the final DEF (no fill, tap or decap)
cell type	n
sky130_fd_sc_hd__a21oi_1	6
sky130_fd_sc_hd__clkbuf_8	10
sky130_fd_sc_hd__xnor2_1	37
sky130_fd_sc_hd__xnor2_4	4
sky130_fd_sc_hd__nand2_1	4
sky130_fd_sc_hd__xnor3_1	15
sky130_fd_sc_hd__clkdlybuf4s50_1	41
sky130_fd_sc_hd__o21ai_0	4
sky130_fd_sc_hd__xnor2_2	4
sky130_fd_sc_hd__buf_4	6
sky130_fd_sc_hd__buf_2	1
sky130_fd_sc_hd__xor2_1	3
sky130_fd_sc_hd__dfstp_2	32
sky130_fd_sc_hd__xnor3_2	1
sky130_fd_sc_hd__clkinv_2	4
sky130_fd_sc_hd__xor3_1	2
sky130_fd_sc_hd__mux2_2	4
sky130_fd_sc_hd__dfxtp_1	32
sky130_fd_sc_hd__clkbuf_1	2
sky130_fd_sc_hd__inv_1	33
sky130_fd_sc_hd__mux2i_1	18
sky130_fd_sc_hd__nor2_1	6
## how the worst min path moves through the flow
| stage | endpoint | cells past startpoint | from |
|---|---|---|---|
| after CTS | crc_out[27] | 1 | crc_reg[27] |
| after global routing | crc_out[27] | 1 | crc_reg[27] |
| final | crc_out[28] | 1 | crc_reg[28] |
## report_power, final
group          switching (mW)  leakage [nW]  total, mW  internal [mW]
clock network           0.287        0.0899      0.594          0.306
registers               0.215         0.606       1.69           1.47
logic                    1.21         0.964       3.36           2.15
total                    1.71          1.66       5.64           3.93
## through the flow
step	hold WS (ps)	area (µm²)	setup WS, ps	power [mW]	utilization (%)
after floorplan	414	2870	1070	4.19	-
after global placement	427	3400	430	5.09	61.8
after detailed placement	433	3400	385	5.11	61.8
after CTS	449	3570	731	5.74	64.8
after global routing	452	3570	652	6.10	64.8
final	443	3570	728	5.64	64.8
## layer usage
metal / vias up / global-route usage [%]
met5: - / 0
met2: 39 / 26.1
li1: 764 / -
met3: 9 / 4.66
met1: 714 / 28.6
met4: 0 / 3.40
## logic make-up after synthesis
logic type             share of synthesized area [%]
AND/OR/NAND/NOR                                 1.31
XOR/XNOR                                        32.5
flip-flops                                      51.6
AND-OR/OR-AND                                   1.74
buffers and inverters                           4.97
multiplexers                                    7.84
## critical path, cell delays in order
cell                              delay (ps)
sky130_fd_sc_hd__clkdlybuf4s50_1         490
sky130_fd_sc_hd__xnor2_4                 380
sky130_fd_sc_hd__xnor3_2                 490
sky130_fd_sc_hd__xnor3_1                 380
sky130_fd_sc_hd__mux2_2                  270
## final cells by class
class                           instances  area, µm²
Clock inverter                          4       20.0
Tap cell                               72       90.1
Sequential cell                        64       1480
Timing Repair Buffer                   48        460
Multi-Input combinational cell        108       1250
Fill cell                             421       1940
Clock buffer                           12        145
Inverter                               33        124
No activity file was given, so power comes from the tool's default toggle rates.
