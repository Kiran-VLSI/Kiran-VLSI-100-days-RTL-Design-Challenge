==> design.v <==
`timescale 1ns / 1ps
module uart_tx #(
    parameter CLK_FREQ = 50000000,   
    parameter BAUD_RATE = 9600         
)(
    input wire clk,
    input wire rst,
    input wire tx_start,
    input wire [7:0] tx_data,
    output reg tx,
    output reg tx_busy
);
    localparam BAUD_TICK_COUNT = CLK_FREQ / BAUD_RATE;
    localparam IDLE  = 3'b000,
               START = 3'b001,
               DATA  = 3'b010,
               STOP  = 3'b011,
               CLEANUP = 3'b100;
    reg [2:0] state = IDLE;
    reg [15:0] clk_count = 0;
    reg [2:0] bit_index = 0;
    reg [7:0] tx_shift_reg = 0;
    always @(posedge clk or posedge rst) begin
        if (rst) begin
            state <= IDLE;
            tx <= 1'b1;   
            clk_count <= 0;
            bit_index <= 0;
            tx_busy <= 0;
        end else begin
            case (state)
                IDLE: begin
                    tx <= 1'b1;
                    clk_count <= 0;
                    bit_index <= 0;
                    tx_busy <= 0;
                    if (tx_start) begin
                        tx_shift_reg <= tx_data;
                        tx_busy <= 1;
                        state <= START;
                    end
                end
                START: begin
                    tx <= 1'b0;
                    if (clk_count < BAUD_TICK_COUNT - 1)
                        clk_count <= clk_count + 1;
                    else begin
                        clk_count <= 0;
                        state <= DATA;
                    end
                end
                DATA: begin
                    tx <= tx_shift_reg[bit_index];
                    if (clk_count < BAUD_TICK_COUNT - 1)
                        clk_count <= clk_count + 1;
                    else begin
                        clk_count <= 0;
                        if (bit_index < 7)
                            bit_index <= bit_index + 1;
                        else begin
                            bit_index <= 0;
                            state <= STOP;
                        end
                    end
                end
                STOP: begin
                    tx <= 1'b1; 
                    if (clk_count < BAUD_TICK_COUNT - 1)
                        clk_count <= clk_count + 1;
                    else begin
                        clk_count <= 0;
                        state <= CLEANUP;
                    end
                end
                CLEANUP: begin
                    tx_busy <= 0;
                    state <= IDLE;
                end
            endcase
        end
    end
endmodule
==> run.sh <==
#!/bin/bash
# OpenROAD 26Q1-2900-gdf79404cd8, Yosys 0.63+post, stock flow scripts
make -C /OpenROAD-flow-scripts/flow DESIGN_CONFIG=/design/flow/config.mk WORK_HOME=/design/flow/orfs finish
==> config.mk <==
export PLATFORM = sky130hd
export DESIGN_NAME = uart_tx
export DESIGN_NICKNAME = uart_tx
export VERILOG_FILES = /design/flow/design.v
export SDC_FILE = /design/flow/constraint.sdc
export NUM_CORES = 4
export LEC_CHECK = 1
export CORE_AREA = 10 10 114 114
export DIE_AREA = 0 0 124 124
==> constraint.sdc <==
current_design uart_tx

set clk_period 2.3
set clk_io_pct 0.2

create_clock -name clk0 -period $clk_period [get_ports {clk}]

set non_clock_inputs [all_inputs -no_clocks]
set_input_delay [expr $clk_period * $clk_io_pct] -clock clk0 $non_clock_inputs
set_output_delay [expr $clk_period * $clk_io_pct] -clock clk0 [all_outputs]
==> notes.md <==
Results of the full flow below.

Detailed routing:
- The run puts the antenna diode instance count at 0.
- The run gives the residual DRC count as 0.
- The run gives the average wire per standard cell as 9.54 um.
- The run gives the total length of routed wires as 2940 um.
- The run gives the number of DRC markers after the initial detailed-route iteration as 81.
- Routed signal wires occupy layers up through met4.
- Across all layers, the routed design uses 1,164 vias.
- In the final routing, the length of wire on met1 measures 1460 um.
- Detailed routing placed a total of 1280 um of wire on met2.
- The run puts the count of TritonRoute iterations in the first routing pass at 4.
- The run puts the count of nets left with antenna violations after detail routing at 0.
- The run puts the number of vias per cell at 3.78.
- The routed design uses 158 um of met3 wire.

Clocking:
- The run puts the count of H-tree levels built during CTS at 2.
- As reported, the later end of the worst-skew pair has a clock insertion delay of 280 ps.
- The run puts the number of buffers added by the clock tree synthesis step at 5.
- In this run the clock root is driven by a sky130_fd_sc_hd__clkbuf_8.
- Hold repair after CTS inserted 0 buffers.
- After clock tree synthesis, the setup repair step added 0 buffers.
- On the reported timing paths, the clock transition at the registers reads 70 ps.
- No sink is reached through more buffers than the 2 on the longest clock path.
- The run puts the number of sinks handled by clock tree synthesis at 32.
- The run gives the count of cells resized by post-cts repair as 0.
- The run gives the CTS tree as done.

Run:
- The run puts the number of warnings in the stage logs at 25.
- The run gives the count of max-cap constraint violations as 0.

Floorplanning:
- The run puts the width of the chip at 124 um.
- The run gives the top-level I/O count as 13.
- The run puts the placeable core region at 10,400 um^2.
- The run gives the core utilization before placement as 0.155.
- According to the floorplan report, the total die area is 15,400 um^2.
- The run gives the site row count as 37.
- The run puts the vertical die dimension at 124 um.

Synthesis:
- A synthesized cell averages 10.4 um^2.
- The run gives the most common flop cell mapped by yosys as sky130_fd_sc_hd__dfrtp_1.
- The run gives the unique cell type count in the Yosys netlist as 37.
- The run gives the post-synth tally of flip-flops with integrated enable as 8.
- Per the synth stats, the proportion of register bits with asynchronous set or reset is 0.750.
- The run gives the number of instances in the synthesized netlist as 155.
- In the post-synthesis netlist, the biggest area contributors are sky130_fd_sc_hd__dfrtp_1 36%, sky130_fd_sc_hd__edfxtp_1 15%, sky130_fd_sc_hd__nor2_1 4.7%, sky130_fd_sc_hd__xnor2_1 4.4%, sky130_fd_sc_hd__nand2_1 4.0%.
- The run gives the leading area contributor after synthesis as sky130_fd_sc_hd__dfrtp_1.
- The run puts the number of storage elements in the synthesis netlist at 32.
- The run gives the yosys synthesis warning count as 1.
- Per the Yosys statistics, synthesis produced 155 cells.
- The cell area that synthesis handed to floorplanning was 1610 um^2.
- The run gives the yosys-reported design area after synthesis as 1610 um^2.
- The share of synthesized area in the top cell type comes to 0.357.
- The run gives the sequential-to-total area share from yosys stat as 0.523.

Worst setup path:
- For this run, the slowest stage of the critical path takes 530 ps.
- The run puts the highest net fanout along the worst path at 15.
- The run gives the endpoint class of the critical path as a flop.
- The capture point of the worst register-to-register path is recorded as clk_count[12].
- STA classifies the critical path startpoint as a flop.
- Data on the critical path is required at its endpoint by 2450 ps.
- The run puts the worst reg-to-reg path cell count at 5.
- The timing report shows that the slowest cell on the worst path is sky130_fd_sc_hd__dfrtp_1.
- Across all register-to-register paths, the minimum setup slack is 500 ps.
- The run gives the data arrival time of the worst path as 1950 ps.
- The run gives the type of the setup path with the least slack as reg -> reg.
- The report lists the cells along the critical path as or2_1, and3_1, o21a_4, nor2_2, nor2_1.
- The launch point of the worst register-to-register path is recorded as state[1].

Global route:
- The run puts the leftover overflow at the end of global routing at 0.
- The run gives the largest net degree at the start of global routing as 25.
- The run puts the via count of the first global-routing pass at 1,124.
- The number of antenna violations at the first check in global routing was 0.
- The first global-routing pass estimated 5200 um of wire.
- The run puts the global-route usage over all layers at 0.0410.

Final layout:
- The run puts the number of flip-flops in the largest register at 16.
- The run gives the layout overhead on the synthesized area as 23.9%.
- The run gives the ratio of cells with drive above 1 in the final layout as 0.110.

Worst hold path:
- The worst hold path begins at tx.
- The run gives the terminating pin of the worst hold path as tx.
- The run puts the number of stages on the worst hold path at 2.
- In this run the worst hold path is classified as reg -> reg.

Placed design:
- The run puts the placement-stage worst setup slack at 523 ps.
- The run puts the placer congestion estimate at 0.772.
- The run puts the detailed placer's ending HPWL at 2050 um.
- Port buffering added 12 buffers.

Pwr:
- The run gives the leakage power as 0.751 nW.
- The run puts the peak supply drop at 0.343 mV.
- The run gives the power density of the placed cells as 717 nW/um^2.

Final timing:
- For reference, the final report shows the hold violation count at 0.
- The run gives the share of the clock period used by the worst path as 0.782.
- The run gives the final worst slack as 501 ps.
- The run gives the transition time of the tightest slew-check pin as 457 ps.
- For reference, the final report shows the max-slew violation count at 0.
- The run puts the tightest slew margin relative to the limit at 0.695.
- The run gives the final count of negative-setup-slack endpoints as 0.
- The run puts the final critical path time including I/O delays and setup at 1800 ps.
- Between clock sinks in the finished design, the worst skew comes to 5.22 ps.
- Setup repair after global routing left no endpoint under its margin.
- Based on the critical path, the design can be clocked at up to 556 MHz.
- The run puts the final hold slack at 501 ps.
- The run puts the accumulated negative setup slack at 0 ps.

Run status:
- The flow ran to the end, and the final reports show no timing, DRC or antenna violations.
-- metrics by stage --
step,power (W),utilization,instance area [um^2],instances
after floorplan,0.000841,-,1610,155
after global placement,0.000904,0.181,1880,300
after detailed placement,0.000903,0.181,1880,300
after CTS,0.00145,0.192,2000,308
after global routing,0.00151,0.192,2000,308
final,0.00143,0.192,2000,308
-- kinds of logic after synthesis --
logic type                 Yosys count  synth area share
adders and majority gates            2            0.0155
DFF                                 32             0.523
buffers and inverters               11            0.0357
AOI/OAI and AO/OA                   29             0.134
muxes                                4            0.0404
xor gates and xnor gates             8            0.0435
and+or+nand+nor                     69             0.207
-- cell type report --
type	instances	area (um^2)
inverters	5	18.8
multi-input cells	112	711
flip-flops and latches	32	842
well taps	136	170
fillers	1141	8420
repair buffers	15	143
clock buffers	5	68.8
clock inverters	3	42.5
-- layer usage --
metal | track usage | vias to the layer above
li1 | - | 582
met1 | 0.0572 | 551
met2 | 0.0619 | 24
met3 | 0.0147 | 7
met4 | 0.00504 | 0
met5 | 0 | -
-- cells in the final DEF (no fill, tap or decap), types with 2 or more instances in the layout --
cell type	instances
sky130_fd_sc_hd__buf_4	3
sky130_fd_sc_hd__and3_1	4
sky130_fd_sc_hd__ha_1	2
sky130_fd_sc_hd__nand3_1	6
sky130_fd_sc_hd__nand4_1	3
sky130_fd_sc_hd__xnor2_1	8
sky130_fd_sc_hd__nor2b_1	2
sky130_fd_sc_hd__nor3_1	5
sky130_fd_sc_hd__o21ai_0	10
sky130_fd_sc_hd__mux4_2	2
sky130_fd_sc_hd__nand2b_1	3
sky130_fd_sc_hd__nand2_1	17
sky130_fd_sc_hd__nor2_1	20
sky130_fd_sc_hd__nor3b_1	4
sky130_fd_sc_hd__dfrtp_1	23
sky130_fd_sc_hd__mux2i_1	2
sky130_fd_sc_hd__clkdlybuf4s50_1	12
sky130_fd_sc_hd__a21oi_1	4
sky130_fd_sc_hd__inv_1	5
sky130_fd_sc_hd__clkbuf_8	5
sky130_fd_sc_hd__a31oi_1	3
sky130_fd_sc_hd__o211ai_1	4
sky130_fd_sc_hd__edfxtp_1	8
-- worst max-delay path, delay by kind of cell (launching register included) --
| family | cells | cell delay (ps) |
|---|---|---|
| AND-OR/OR-AND | 1 | 140 |
| AND/OR/NAND/NOR | 4 | 990 |
| flip-flops | 1 | 530 |
-- synthesized netlist by cell type, types with 4 or more instances --
master,number
sky130_fd_sc_hd__nand2_1,17
sky130_fd_sc_hd__dfrtp_1,23
sky130_fd_sc_hd__nand3_1,6
sky130_fd_sc_hd__inv_1,5
sky130_fd_sc_hd__edfxtp_1,8
sky130_fd_sc_hd__nor2_1,20
sky130_fd_sc_hd__and3_1,4
sky130_fd_sc_hd__nor3b_1,4
sky130_fd_sc_hd__o211ai_1,4
sky130_fd_sc_hd__xnor2_1,8
sky130_fd_sc_hd__o21ai_0,10
sky130_fd_sc_hd__a21oi_1,4
sky130_fd_sc_hd__nor3_1,5
-- where the power goes --
part | internal, W | switching (W)
combinational | 0.000102 | 0.0000827
sequential | 0.000638 | 0.0000708
clock | 0.000320 | 0.000217
total | 0.00106 | 0.000371
-- worst max-delay path by stage --
stage	start	endpoint	slack, ps	cells after the start
4_1_cts	state[1]	clk_count[7]	510	5
5_1_grt	state[1]	clk_count[14]	340	5
6_report	state[1]	clk_count[12]	500	5
Power is estimated from default activity; no workload was simulated.
